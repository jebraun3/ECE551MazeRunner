### flow/design.v
module DutyScaleROM(clk,batt_level,scale);
  input clk;
  input [5:0] batt_level;
  output [12:0] scale;
  reg [11:0]scaleMem[0:63];
  reg [11:0] entry;
  assign scale = {1'b0,entry};	 
 always_ff @(posedge clk) begin
   case(batt_level)
     8'h00 : entry <= 12'h91B;
     8'h01 : entry <= 12'h90F;
     8'h02 : entry <= 12'h903;
     8'h03 : entry <= 12'h8F8;
     8'h04 : entry <= 12'h8EC;
     8'h05 : entry <= 12'h8E0;
     8'h06 : entry <= 12'h8D5;
     8'h07 : entry <= 12'h8C9;
     8'h08 : entry <= 12'h8BE;
     8'h09 : entry <= 12'h8B3;
     8'h0A : entry <= 12'h8A8;
     8'h0B : entry <= 12'h89D;
     8'h0C : entry <= 12'h892;
     8'h0D : entry <= 12'h888;
     8'h0E : entry <= 12'h87D;
     8'h0F : entry <= 12'h872;
     8'h10 : entry <= 12'h868;
     8'h11 : entry <= 12'h85E;
     8'h12 : entry <= 12'h854;
     8'h13 : entry <= 12'h849;
     8'h14 : entry <= 12'h83F;
     8'h15 : entry <= 12'h836;
     8'h16 : entry <= 12'h82C;
     8'h17 : entry <= 12'h822;
     8'h18 : entry <= 12'h818;
     8'h19 : entry <= 12'h80F;
     8'h1A : entry <= 12'h805;
     8'h1B : entry <= 12'h7FC;
     8'h1C : entry <= 12'h7F3;
     8'h1D : entry <= 12'h7E9;
     8'h1E : entry <= 12'h7E0;
     8'h1F : entry <= 12'h7D7;
     8'h20 : entry <= 12'h7CE;
     8'h21 : entry <= 12'h7C5;
     8'h22 : entry <= 12'h7BD;
     8'h23 : entry <= 12'h7B4;
     8'h24 : entry <= 12'h7AB;
     8'h25 : entry <= 12'h7A3;
     8'h26 : entry <= 12'h79A;
     8'h27 : entry <= 12'h792;
     8'h28 : entry <= 12'h789;
     8'h29 : entry <= 12'h781;
     8'h2A : entry <= 12'h779;
     8'h2B : entry <= 12'h771;
     8'h2C : entry <= 12'h769;
     8'h2D : entry <= 12'h761;
     8'h2E : entry <= 12'h759;
     8'h2F : entry <= 12'h751;
     8'h30 : entry <= 12'h749;
     8'h31 : entry <= 12'h741;
     8'h32 : entry <= 12'h73A;
     8'h33 : entry <= 12'h732;
     8'h34 : entry <= 12'h72B;
     8'h35 : entry <= 12'h723;
     8'h36 : entry <= 12'h71C;
     8'h37 : entry <= 12'h714;
     8'h38 : entry <= 12'h70D;
     8'h39 : entry <= 12'h706;
     8'h3A : entry <= 12'h6FF;
     8'h3B : entry <= 12'h6F7;
     8'h3C : entry <= 12'h6F0;
     8'h3D : entry <= 12'h6E9;
     8'h3E : entry <= 12'h6E2;
     8'h3F : entry <= 12'h6DB;
   endcase
 end
endmodule
module MtrDrv(lft_spd, vbatt, rght_spd, clk, rst_n, lftPWM1, lftPWM2, rghtPWM1, rghtPWM2);
input logic [11:0] vbatt;
input logic signed [11:0] lft_spd, rght_spd;
input logic clk, rst_n;
output logic lftPWM1, lftPWM2, rghtPWM1, rghtPWM2;
logic signed [12:0] scale;
DutyScaleROM ROM(.clk(clk),.batt_level(vbatt[9:4]),.scale(scale));
logic signed [23:0] lft_prod , rght_prod;
logic [11:0] lft_duty , rght_duty;
assign lft_prod = scale * lft_spd;
assign rght_prod = scale * rght_spd;
logic signed [11:0] lft_scaled, rght_scaled;
logic signed [12:0]  lft_div, rght_div;
assign lft_div = lft_prod[23:11];
assign rght_div = rght_prod[23:11];
assign lft_scaled =  (lft_div[12] === 0 && lft_div[11])?12'b011111111111:
									 (lft_div[11] === 1 && (!lft_div[11]))?12'b100000000000:
										lft_div[11:0];
assign rght_scaled =  (rght_div[12] === 0 && rght_div[11])?12'b011111111111:
									 (rght_div[11] === 1 && (!rght_div[11]))?12'b100000000000:
										rght_div[11:0];										
assign lft_duty = lft_scaled + 12'h800;
assign rght_duty = 12'h800 - rght_scaled;
PWM12 lftPWM(.clk(clk),.rst_n(rst_n),.duty(lft_duty),.PWM1(lftPWM1),.PWM2(lftPWM2));
PWM12 rghtPWM(.clk(clk),.rst_n(rst_n),.duty(rght_duty),.PWM1(rghtPWM1),.PWM2(rghtPWM2));
endmodule
module PWM12(clk,rst_n,duty,PWM1,PWM2);
input clk, rst_n;
input [11:0] duty;
output reg PWM1, PWM2;
reg [11:0] cnt;
localparam NONOVERLAP = 12'h02C;
logic S1,S2,R1,R2;
always_comb begin
S1 = 0;
R1 = 0;
S2 = 0;
R2 = 0;
if(cnt >= NONOVERLAP)
S1 = 1;
if(cnt >= (duty+NONOVERLAP))
S2 = 1;
if(cnt >= duty)
R1 = 1;
if(&cnt)
R2 = 1;
end
always_ff @(posedge clk, negedge rst_n) begin
if(!rst_n)
PWM1 <= 1'b0;
else begin
	if(R1)
	PWM1 <= 1'b0;
	else if(S1)
	PWM1 <= 1'b1;
    else
	PWM1 <= PWM1;
end
end
always_ff @(posedge clk, negedge rst_n) begin
if(!rst_n)
PWM2 <= 1'b0;
else begin
	if(R2)
	PWM2 <= 1'b0;
	else if(S2)
	PWM2 <= 1'b1;
    else
	PWM2 <= PWM2;
end
end
always_ff @(posedge clk , negedge rst_n) begin
if(!rst_n)
cnt = '0;
else
cnt = cnt + 1;
end
endmodule
### flow/run.sh
#!/bin/bash
# OpenROAD 26Q1-2900-gdf79404cd8, Yosys 0.63+post, stock flow scripts
make -C /OpenROAD-flow-scripts/flow DESIGN_CONFIG=/design/flow/config.mk WORK_HOME=/design/flow/orfs finish
### flow/config.mk
export PLATFORM = sky130hd
export DESIGN_NAME = MtrDrv
export DESIGN_NICKNAME = MtrDrv
export VERILOG_FILES = /design/flow/design.v
export SDC_FILE = /design/flow/constraint.sdc
export NUM_CORES = 4
export LEC_CHECK = 1
export CORE_UTILIZATION = 50
### flow/constraint.sdc
current_design MtrDrv

set clk_period 17.3
set clk_io_pct 0.2

create_clock -name clk0 -period $clk_period [get_ports {clk}]

set non_clock_inputs [all_inputs -no_clocks]
set_input_delay [expr $clk_period * $clk_io_pct] -clock clk0 $non_clock_inputs
set_output_delay [expr $clk_period * $clk_io_pct] -clock clk0 [all_outputs]
==> results.rst <==
Flow metrics
------------

.. list-table::
   :header-rows: 1

   * - Metric
     - Value
   * - Post-Route WL
     - 26.9 mm
   * - Width of the chip
     - 164 um
   * - Cell with the largest stage delay on the worst path
     - a2111oi_0
   * - Worst-Skew Late Latency
     - 0.29 ns
   * - Cell depth of the worst flop-to-flop path
     - 33
   * - Clock sink count
     - 39
   * - Clock buffer depth
     - 2
   * - Max cap viols
     - 0
   * - Pin count of the biggest net entering global routing
     - 34
   * - Min cycle time layout
     - 13.05 ns
   * - Number of CTS-inserted buffers
     - 5
   * - Most frequent cell on the critical path
     - inv_1
   * - Crit path launch type
     - input pin
   * - Antenna fix cells
     - 0
   * - Area of the placeable core
     - 0.0260 mm^2
   * - Total via count in the routed design
     - 9882
   * - Fill count
     - 2411
   * - Post-placement cell area
     - 0.0138 mm^2
   * - Number of placement rows
     - 59
   * - RR Startpoint
     - ROM.entry[9]$_SDFF_PP1_
   * - Synthesized flop and latch total
     - 39
   * - Comb gate area
     - 0.0109 mm^2
   * - Pre-CTS worst setup slack
     - 4.01 ns
   * - Tally of buffers added on design ports
     - 35
   * - Cell count after synthesis
     - 1564
   * - Fraction of layout instances using a drive strength above 1
     - 0.0335
   * - Synth Warn #
     - 2
   * - Root Driver
     - clkbuf_16
   * - Max FO, Critical Path
     - 12
   * - Cell accounting for the most synthesized area
     - fa_1
   * - Fraction of met3 tracks used by global routing
     - 0.0505
   * - Final antenna-violating net count
     - 0
   * - Sum of net half-perimeters after detailed placement
     - 21.6 mm
   * - Run status
     - finished clean
   * - Top area cell types
     - fa_1, ha_1, inv_1, nand2_1, dfrtp_1
   * - Global router's overall resource usage
     - 0.225
   * - Min setup slack post-route
     - 4.25 ns
   * - Worst stage delay on the critical path
     - 0.79 ns
   * - Clock tree from TritonCTS
     - yes
   * - Number of buffers inserted for hold repair after clock tree synthesis
     - 0
   * - Sequential fraction of the synthesis area
     - 0.0699
   * - Count of unique library cells instantiated by Yosys
     - 65
   * - Total congestion overflow after global routing
     - 0
   * - Floorplan die area
     - 0.0270 mm^2
   * - Most numerous cell types in the synthesized netlist
     - inv_1, nand2_1, ha_1
   * - Top area contributor share
     - 0.298
   * - Setup total negative slack
     - 0 ns
   * - Async set-reset flop share out of synthesis
     - 0.718
   * - Critical Path End Type
     - flip-flop
   * - Slew of the pin with the lowest slew margin
     - 0.832 ns
   * - Worst clock skew
     - 0.00547 ns
   * - HP Class
     - flip-flop to flip-flop
   * - Die height
     - 164 um
   * - Via density
     - 5.24
   * - RSZ-0062 raised after global routing
     - no
   * - Mapped Area
     - 0.0132 mm^2
   * - H-tree depth
     - 2
   * - Total of endpoints with negative setup slack in the final report
     - 0
   * - Critical path capture point
     - rghtPWM.PWM2$_DFFE_PN0P_
   * - R2r endpoint
     - rghtPWM.PWM2$_DFFE_PN0P_
   * - Number of placed I/O pins
     - 42
   * - Mapped Avg Cell Area
     - 8.42 um^2
   * - Slew margin rel.
     - 0.431
   * - Timing startpoint of the critical path
     - rght_spd[11]
   * - Global-route wire length before repair
     - 46.3 mm
   * - Antenna violations before repair
     - 2
   * - Type of the setup path with the least slack
     - input pin to flip-flop
   * - Register-to-register setup slack
     - 7.84 ns
   * - Initial detailed-routing violation count
     - 428
   * - Post-route standard cell area excluding fillers
     - 0.0139 mm^2
   * - YS chip area
     - 0.0132 mm^2
   * - Final hold violation count
     - 0
   * - Register area
     - 921 um^2
   * - Required time of the worst setup path
     - 17.47 ns
   * - Drt pass-1 iters
     - 4
   * - Max Clk Rate
     - 76.6 MHz
   * - Buffer count from post-CTS setup fixing
     - 0
   * - Vias in the first global route
     - 9556
   * - GR peak layer
     - met1
   * - Number of gates resized after CTS
     - 0
   * - Clock-pin slew on the worst setup and hold paths
     - 0.06 ns
   * - Worst Path Arrival
     - 13.22 ns
   * - Remaining design rule violation count
     - 0
   * - OpenROAD warning count
     - 46
   * - Fraction of the core area occupied by cells at floorplan
     - 0.507
   * - # Cells Yosys
     - 1564
   * - Final GP Congestion
     - 0.852
   * - Global routing met1 resource utilization
     - 0.364
   * - Wire length per cell after detailed routing
     - 14.3 um
   * - EDFF count, synth
     - 0
   * - Fin. max-slew vios
     - 0
   * - Met2 Usage GRT
     - 0.331
   * - Share of the clock period used by the worst path after layout
     - 0.754
   * - Primary FF master, synth
     - dfrtp_1
   * - P&R area growth vs syn
     - 5.82%
   * - Dominant cell by count in the synthesized netlist
     - inv_1
## cell usage in the layout, fill, tap and decap left out, drive strengths merged, types with 35 or more instances in the layout
master         instances
and2                  90
ha                   202
inv                  287
o21ai                 39
fa                   196
xnor2                 50
nand2                206
a21oi                 57
nor2                  58
clkdlybuf4s50         35
## worst min path at each step
stage | from | to | cells past startpoint
CTS | rghtPWM.cnt[0]$_DFF_PN0_ | rghtPWM.cnt[0]$_DFF_PN0_ | 1
global route | rghtPWM.cnt[0]$_DFF_PN0_ | rghtPWM.cnt[0]$_DFF_PN0_ | 1
finish | rghtPWM.cnt[0]$_DFF_PN0_ | rghtPWM.cnt[0]$_DFF_PN0_ | 1
## worst max-delay path, delay by kind of cell
family          cells  cell delay (ns)
fa+ha+maj           9             3.92
compound gates      7             2.19
buf+inv             8             1.70
simple gates        6             1.45
xor+xnor            2             0.46
## flip-flops by register name, indices dropped and copies added, names as in the netlist
name          flops
lftPWM.PWM2       1
ROM.entry        11
rghtPWM.cnt      12
lftPWM.cnt       12
lftPWM.PWM1       1
rghtPWM.PWM1      1
rghtPWM.PWM2      1
## through the flow
| stage | util | cells | hold slack, ns |
|---|---|---|---|
| final | 0.536 | 1885 | 0.518 |
| after global routing | 0.536 | 1885 | 0.563 |
| after CTS | 0.536 | 1885 | 0.528 |
| after detailed placement | 0.530 | 1877 | 0.519 |
| after global placement | 0.530 | 1877 | 0.508 |
| after floorplan | - | 1564 | 0.471 |
## area by class of cell
class	instances	area share
multi-input combinational	1163	0.779
tap	335	0.0301
sequential	39	0.0661
clock buffer	6	0.00996
timing repair buffer	52	0.0343
inverter	288	0.0776
clock inverter	2	0.00278
## layer usage
metal	vias to the layer above	part of all wire	wire length, um
li1	4932	-	-
met1	4733	0.48	13000
met2	186	0.45	12000
met3	27	0.056	1500
met4	4	0.013	357
met5	-	0.0010	27
## cell families (layout without fill, tap and decap cells)
kind of cell | count (synthesis) | after routing | synth area share
AND-OR/OR-AND | 197 | 197 | 0.0982
XOR/XNOR | 73 | 73 | 0.0485
AND/OR/NAND/NOR | 486 | 486 | 0.180
flip-flops | 39 | 39 | 0.0699
multiplexers | 9 | 9 | 0.00788
buffers and inverters | 362 | 348 | 0.105
adder cells (fa/ha/maj) | 398 | 398 | 0.490
