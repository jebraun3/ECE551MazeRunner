[design/flow/design.v]
module SPI_mnrch(rst_n, clk,wrt, MISO, wt_data, MOSI, SCLK, SS_n, done, rd_data);
input logic wrt, MISO , clk , rst_n;
input [15:0] wt_data;
output logic MOSI, SCLK, SS_n, done;
output logic [15:0] rd_data;
typedef enum logic [1:0] {IDLE, FRONTPORCH ,TRANSACTION, BACKPORCH} state_t;
state_t state, nxt_state;
logic ld_SCLK;
logic [4:0] SCLK_div;
logic smpl, shft_imm, shft, init , set_done;
logic [3:0]bit_cnt;
logic MISO_smpl;
logic [15:0]shft_reg;
logic done15;
always_ff @(posedge clk) begin
	SCLK_div <= (ld_SCLK)?5'b10111:(SCLK_div+1);
end 
assign rd_data = shft_reg;
assign SCLK = SCLK_div[4];
assign smpl = (SCLK_div === 5'b01111)?1'b1:1'b0;
assign shft_imm = (SCLK_div === 5'b11111)?1'b1:1'b0;
assign done15 = (bit_cnt === 4'b1111);
always_ff @(posedge clk) begin
	if(init)
		bit_cnt <= 4'b0000;
	else if(shft) 
		bit_cnt <=bit_cnt+1;
end
always_ff @(posedge clk) begin
	MISO_smpl <= (smpl)?MISO:MISO_smpl;
end
always_ff @(posedge clk) begin
	shft_reg <= (init)?wt_data:
	            (shft)?{shft_reg[14:0],MISO_smpl}:shft_reg;
end
assign MOSI = shft_reg[15];
always_comb begin
init = 0;
ld_SCLK = 0;
set_done = 0;
shft = 0;
nxt_state = state;
case(state)
IDLE:				begin
              ld_SCLK = 1;
              if(wrt) begin
              init = 1;
              nxt_state = FRONTPORCH;
              end
            end
FRONTPORCH:	begin
              if(shft_imm)
              nxt_state = TRANSACTION;
            end
TRANSACTION: begin
              if(done15) begin
              nxt_state = BACKPORCH;
             end
             else if(shft_imm) begin
              shft = 1;
              end
             end
BACKPORCH:   begin
              if(shft_imm) begin
              ld_SCLK = 1;
              shft = 1;
              set_done = 1;
              nxt_state = IDLE;
              end
            end
endcase
end
always_ff @(posedge clk , negedge rst_n) begin
	if(!rst_n)
		state <= IDLE;
	else 
		state <= nxt_state;
end
always_ff @(posedge clk , negedge rst_n) begin
	if(!rst_n)
		SS_n <= 1;
	else if(init)
		SS_n <= 0;
	else if(set_done)
		SS_n <= 1;
end
always_ff @(posedge clk, negedge rst_n) begin
	if(!rst_n)
		done <= 0;
	else if(init)
		done <= 0;
	else if(set_done)
		done <= 1;
end
endmodule
module inert_intf(clk,rst_n,strt_cal,cal_done,heading,rdy,IR_Dtrm,
                  SS_n,SCLK,MOSI,MISO,INT,moving,en_fusion);
  parameter FAST_SIM = 0;	 
  input logic clk, rst_n;
  input logic MISO;							 
  input logic INT;							 
  input logic strt_cal;						 
  input logic moving;							 
  input logic en_fusion;						 
  input logic [8:0] IR_Dtrm;					 
  output logic cal_done;				 
  output logic signed [11:0] heading;	 
  output logic rdy;					 
  output logic SS_n,SCLK,MOSI;		 
  logic done;
  logic [15:0] inert_data;		 
  logic signed [15:0] yaw_rt;
  logic C_Y_H, C_Y_L, wrt, vld;
  logic  [15:0] wt_data;
  logic [15:0] timer;
  logic [7:0] yawL;
  logic [7:0] yawH;
  logic ff1_INT, ff2_INT;
  always_ff @(posedge clk, negedge rst_n) begin
    if(!rst_n)
      timer <= '0;
    else
      timer <= timer + 1;
  end
  always_ff @(posedge clk) begin
    if(C_Y_L)
      yawL <= inert_data[7:0];
  end
  always_ff @(posedge clk) begin
    if(C_Y_H)
      yawH <= inert_data[7:0];
  end
  always_ff @(posedge clk) begin
		ff1_INT <= INT;
		ff2_INT <= ff1_INT;
  end
	assign yaw_rt = {yawH,yawL};
  typedef enum logic [2:0] {INIT1, INIT2,INIT3, WAIT,READH, READL, DONE} state_t; 
  state_t state, nxt_state;
  SPI_mnrch iSPI(.clk(clk),.rst_n(rst_n),.SS_n(SS_n),.SCLK(SCLK),
                 .MISO(MISO),.MOSI(MOSI),.wrt(wrt),.done(done),
				 .rd_data(inert_data),.wt_data(wt_data));
  inertial_integrator #(FAST_SIM) iINT(.clk(clk), .rst_n(rst_n), .strt_cal(strt_cal),
                        .vld(vld),.rdy(rdy),.cal_done(cal_done), .yaw_rt(yaw_rt),.moving(moving),
						.en_fusion(en_fusion),.IR_Dtrm(IR_Dtrm),.heading(heading));
  always_comb begin
  nxt_state = state;
  C_Y_H = 0;
  C_Y_L = 0;
  wrt = 0;
  vld = 0;
  wt_data = 16'h0000;
  case (state)
  INIT1: begin
          wt_data = 16'h0D02;
          if(&timer) begin
            wrt = 1;
            nxt_state = INIT2;
          end
         end
  INIT2: begin
          wt_data = 16'h1160;
          if(done) begin 
						wrt = 1;
						nxt_state = INIT3;
          end
         end
  INIT3: begin
          wt_data = 16'h1440;
          if(done) begin 
						wrt = 1;
						nxt_state = WAIT;
          end
				 end
  WAIT:  begin
          if(ff2_INT) begin
            wt_data = 16'hA700;
            wrt = 1;
            nxt_state = READH;
          end
				 end
  READH: begin
          if(done) begin
						C_Y_H = 1;
						wt_data = 16'hA600;
						wrt = 1;
						nxt_state = READL;
          end
         end
	READL: begin
          if(done) begin
						C_Y_L = 1;
						nxt_state = DONE;
          end
         end
	DONE:  begin
          vld = 1;
          nxt_state = WAIT;
         end 
	default: nxt_state = INIT1;
  endcase
  end
  always_ff @(posedge clk, negedge rst_n) begin
	if(!rst_n)
		state <= INIT1;
	else
		state <= nxt_state;
  end
endmodule
module inertial_integrator(clk,rst_n,strt_cal,cal_done,vld,rdy,yaw_rt,
                           IR_Dtrm,heading,moving,en_fusion);
  parameter FAST_SIM = 1;		 
  input clk, rst_n;
  input strt_cal;						 
  input vld;							 
  input signed [15:0] yaw_rt;			 
  input [8:0] IR_Dtrm;					 
  input moving;							 
  input en_fusion;						 
  output logic cal_done;				 
  output reg rdy;
  output signed [11:0] heading;
  reg signed [18:0] yaw_comp;			 
  reg signed [18:0] yaw_scaled;			 
  reg vld_ff1,vld_ff2;				 
  logic clr_integrator;
  logic clr_smpl_cntr;
  logic en_smpl_cntr;
  logic compensate_offset;
  typedef enum reg[1:0] {IDLE,CALIBRATING,RUNNING} state_t;
  state_t state,nstate;
  reg signed [26:0] yaw_int;						 
  reg signed [18:0] yaw_off;						 
  reg [11:0] smpl_cntr;								 
  wire signed [24:0] prod_rate;		 
  wire enough_smpls;		 
  wire signed [18:0] yaw_fusion;
  always_ff @(posedge clk, negedge rst_n)
    if (!rst_n)
	   state <= IDLE;
	 else
	   state <= nstate;
  always_comb begin
	 cal_done = 0;
	 clr_integrator = 0;
	 clr_smpl_cntr = 0;
	 en_smpl_cntr = 0;
	 compensate_offset = 0;
	 nstate = IDLE;
	 case (state)
	   IDLE : begin
		  if (strt_cal) begin				 
		    clr_integrator = 1;			 
			clr_smpl_cntr = 1;				 
		    nstate = CALIBRATING;			 
		  end else
		    nstate = IDLE;
		end
		CALIBRATING : begin
		  en_smpl_cntr = vld_ff1;			 
		  if (enough_smpls) begin			 
		    cal_done = 1;
			clr_integrator = 1;
			nstate = RUNNING;
		  end else
			nstate = CALIBRATING;
		end
		default : begin		 
		  compensate_offset = 1;
		  if (strt_cal) begin				 
			 clr_smpl_cntr = 1;
			 clr_integrator = 1;
			 nstate = CALIBRATING;
		  end else
		    nstate = RUNNING;
		end
	 endcase
  end
  always_ff @(posedge clk) begin
    yaw_comp <= (compensate_offset) ? {yaw_rt,3'b000}-yaw_off : {{3{yaw_rt[15]}},yaw_rt};
  end
  always_ff @(posedge clk)
    if (vld_ff1)
      yaw_scaled <= yaw_comp;		 
  always @(posedge clk, negedge rst_n)
    if (!rst_n)
	  smpl_cntr <= 0;
	else if (clr_smpl_cntr)
	  smpl_cntr <= 0;
	else if (en_smpl_cntr)
	  smpl_cntr <= smpl_cntr + 1;
  generate if (FAST_SIM)
    assign enough_smpls = (smpl_cntr==12'h008) ? 1'b1 : 1'b0;
  else
    assign enough_smpls = (smpl_cntr==12'h800) ? 1'b1 : 1'b0;
  endgenerate	
  always_ff @(posedge clk, negedge rst_n)
    if (!rst_n) begin
	  vld_ff1 <= 1'b0;
	  vld_ff2 <= 1'b0;
	  rdy <= 1'b0;
	end else begin
      vld_ff1 <= vld;
      vld_ff2 <= vld_ff1;
	  rdy <= vld_ff2;
	end
	assign yaw_fusion = (en_fusion) ? -{{3{IR_Dtrm[8]}},IR_Dtrm,7'h00} + {{7{IR_Dtrm[8]}},IR_Dtrm,3'h0} :  
                                      19'h00000;
  always @(posedge clk, negedge rst_n)
    if (!rst_n) begin
	  yaw_int <= 0;
	end else if (clr_integrator) begin
	  yaw_int <= 0;
	end else if ((vld_ff2) && ((!compensate_offset) || (moving))) begin
	  if (FAST_SIM)	 
	    yaw_int  <= yaw_int + {{6{yaw_scaled[18]}},yaw_scaled,2'b00} +
	                          {{7{yaw_fusion[18]}},yaw_fusion,1'b0};
      else							
	    yaw_int  <= yaw_int + {{8{yaw_scaled[18]}},yaw_scaled} + 
	                          {{8{yaw_fusion[18]}},yaw_fusion};
	end
  always @(posedge clk, negedge rst_n)
    if (!rst_n) begin
	  yaw_off <= 19'h00000;
	end else if (cal_done) begin
	  if (FAST_SIM) begin
		yaw_off <= yaw_int[21:0];
      end else begin
		yaw_off <= yaw_int[26:8];
	  end
	end
	assign heading = yaw_int[26:15];
endmodule
[design/flow/run.sh]
#!/bin/bash
# OpenROAD 26Q1-2900-gdf79404cd8, Yosys 0.63+post, stock flow scripts
make -C /OpenROAD-flow-scripts/flow DESIGN_CONFIG=/design/flow/config.mk WORK_HOME=/design/flow/orfs finish
[design/flow/config.mk]
export PLATFORM = sky130hd
export DESIGN_NAME = inert_intf
export DESIGN_NICKNAME = inert_intf
export VERILOG_FILES = /design/flow/design.v
export SDC_FILE = /design/flow/constraint.sdc
export NUM_CORES = 4
export LEC_CHECK = 1
export CORE_UTILIZATION = 40
[design/flow/constraint.sdc]
current_design inert_intf

set clk_period 9.9
set clk_io_pct 0.2

create_clock -name clk0 -period $clk_period [get_ports {clk}]

set non_clock_inputs [all_inputs -no_clocks]
set_input_delay [expr $clk_period * $clk_io_pct] -clock clk0 $non_clock_inputs
set_output_delay [expr $clk_period * $clk_io_pct] -clock clk0 [all_outputs]
==> notes.md <==
Implementation numbers.

- The flow ran to the end, and the final reports show no timing, DRC or antenna violations.
- Of the total synthesized cell area, the portion taken by AND-OR and OR-AND cells is 0.146.
- After layout, the setup clock skew is reported as between 10 and 15 ps.
- The floorplan step set the die height to between 150 and 200 um.
- The share of synthesized area in the top cell type comes to 0.234.
- The global route stage reports its total congestion overflow as 0.
- The netlist uses approximately 71 different library cells.
- TritonCTS built the clock tree.
- The slew check shows that the tightest pin keeps a relative margin of 0.388.
- The Yosys chip area is 0.00954 sq mm.
- The xor/xnor share of the synthesized area is 0.0514.
- The number of synthesized register bits is 175.
- Data arrives at the worst endpoint at roughly 6700 ps.
- The portion of the post-synthesis area used by sequential elements is 0.471.
- In this run the power density over the cells is about 140 mW/mm^2.
- The register with the most flip-flops in the layout has 27 of them.
- Setup repair after global routing left no endpoint under its margin.
- The number of buffers inserted during clock tree synthesis is 17.
- The post-cts sizing count is 0.
- The I/O pin count is 33.
- CTS saw approximately 180 sinks.
- The CTS clock-pin slew for the worst setup and hold paths is 70 ps.
- After detailed routing, the number of remaining DRC violations is 0.
- The final count of negative-setup-slack endpoints is 0.
- The path with the worst hold slack has its endpoint at ff2_INT.
- The clock group share of total power is 0.424.
- Counting flops with an async set or reset pin after synthesis yields a share of 0.531.
- The via count normalized by instance count is 5.07.
- In the routed netlist, the antenna diode instances number 0.
- STA lists the startpoint of the worst hold path as ff1_INT.
- The fraction of the cycle the final worst path needs is 0.646.
- The maximum fanout encountered on the critical timing path is 8.
- In this run the maximum-capacitance check reported violations numbering 0.
- In the synthesized netlist, the dominant kind of combinational cell is AND-OR/OR-AND gates.
- The horizontal die size is around 160 um.
- Max-slew check failures listed in the final report amount to 0.
- The number of violations reported at the end of detailed-routing iteration 0 is roughly 410.
- The first TritonRoute pass finished after 4 iterations.
- Looking at the max-slew report, the worst-margin pin has a slew of a little over 900 ps.
- In this run the core area contains ~56 standard-cell rows.
- Per the detail_route report, routed wire per instance is 14.7 um.
- For the worst-skew pair, the clock arrives at the later sink with an insertion delay of about 420 ps.
- The power report attributes to the combinational group a share of 0.088.
- The via count of the first global-routing pass is roughly 6300.
- The OpenROAD report gives the critical path a required time of slightly above 10000 ps.
- The number of antenna violations at the first check in global routing is 0.
- Hold-check failures listed in the final report amount to 0.
- For this run the detailed placement stage logged an HPWL of 13400 um.
- The area of the chip is 0.0245 sq mm.
- The worst setup path startpoint is IR_Dtrm[4].
- Counting instances, the worst hold path has a depth of 0.
- The reg-to-reg startpoint is iINT.yaw_int[1].
- The placer congestion estimate is ~0.88.
- The most common logic cell in the final layout is dfrtp_1.
- The switching part of the total power is 0.235.
- The register ranked first by flip-flop count is iINT.yaw_int.
- Checking hold timing, the worst path is listed with class reg -> reg.
- The post-route worst hold slack is 359 ps.
- The tool warning count is 27.
- For the final routed database, the setup TNS stands at 0 ps.
- The H-tree was split into 4 levels.
- For this design, Yosys synthesis ends with a cell count of 908.
- Buffers added to address setup during post-CTS repair amount to 0.
- The cell count after synthesis is a little over 900.
- The detailed router reported a total wirelength of about 19000 um.
- The worst setup path is captured at a flip-flop.
- The layout has roughly 2200 filler cells.
- The library cell with the largest summed area after synthesis is dfrtp_1.
- The internal power of the cells totals 0.00116 W.
- The report puts the hold buffer count at CTS at 0.
- Per the OpenROAD floorplan log, the area of the core is ~0.023 sq mm.
- The share of total power in sequential cells is 0.488.
- The portion of netlist area occupied by mux cells is 0.0165.
- The cell-mix breakdown from Yosys lists the adder-cell area share as 0.130.
- The worst register-to-register path has a depth of 12.
- The largest net degree at the start of global routing is ~50.
- The power report puts the leakage power at approximately 4.5 nW.
- The type of the worst setup path is in -> reg.
- The largest buffer count on any clock path is 2.
- The detailed router placed ~6400 vias in this run.
- The layout summary lists the proportion of cells stronger than drive strength 1 as 0.0707.
- The dominant register cell in the synthesized netlist is dfrtp_1.
- Once detail routing completed, the nets flagged for antenna violations numbered 0.
- The mapped cell area is roughly 0.0095 sq mm.
- For reference, the post-synthesis area per instance comes to around 11 sq um.
- The count of library flops with an enable pin is roughly 52.
- The highest ir drop seen on vdd is ~95 uV.
- The clock tree root buffer cell is clkbuf_16.
- The nature of the critical path startpoint is an input pin.
- The capturing point of the worst reg2reg path is iINT.yaw_int[19].
- The simple-gate area share of the yosys netlist is 0.144.
- In the layout the commonest cells are dfrtp_1, o21ai_0, nand2_1, ha_1, inv_1.
- The starting density of the core is 0.407.
- The Yosys step of the flow raised 3 warnings.
- The switching power is roughly 0.00036 W.
- The number of buffers added on ports is 32.
- STA reports a reg2reg setup slack of between 6000 and 7000 ps.
- The synthesis report lists the most area-consuming cells as dfrtp_1, edfxtp_1, ha_1.
- Total global-route track usage over all layers is 0.171.
- Compared with the post-synthesis result, the final layout area differs by 12.3%.
- The highest clock rate is approximately 160 MHz.
- The wire length of the first global-routing pass is 31900 um.
- The smallest clock period supported by the final layout is computed as 6390 ps.
routing by layer:
layer	up-vias	track usage	wire, um
li1	3302	-	-
met1	3022	0.268	9170
met2	95	0.265	8440
met3	10	0.0364	774
met4	0	0.0201	247
met5	-	0	0
logic make-up (layout without fill, tap and decap cells):
group	count (synthesis)	count (layout)
AOI/OAI and AO/OA	218	218
xor gates and xnor gates	56	56
DFF	175	175
buffers and inverters	88	128
muxes	15	15
adders and majority gates	84	84
and+or+nand+nor	272	272
cells in the mapped netlist, drive strengths merged (16+ instances only):
| cell type | count |
|---|---|
| a21o | 17 |
| a21oi | 44 |
| buf | 19 |
| dfrtp | 89 |
| dfxtp | 30 |
| edfxtp | 52 |
| fa | 25 |
| ha | 59 |
| inv | 55 |
| nand2 | 72 |
| nand3 | 47 |
| nor2 | 51 |
| nor2b | 16 |
| o21ai | 79 |
| xnor2 | 30 |
| xor2 | 26 |
power groups by stage:
stage,logic [W],registers [W],clock network (W)
4_1_cts,0.000135,0.000740,0.000664
5_1_grt,0.000152,0.000740,0.000692
6_report,0.000133,0.000740,0.000643
how the worst max path moves through the flow:
stage,end,slack (ps),depth (start not counted)
final,iINT.yaw_int[25],3510,19
after CTS,iINT.yaw_int[25],3540,19
after global routing,iINT.yaw_int[25],3200,19
through the flow:
stage / instances / total power [W] / utilization / cell area, sq um / worst slack [ps]
finish: 1267 / 0.00152 / 0.458 / 10700 / 3510
global route: 1267 / 0.00158 / 0.458 / 10700 / 3200
CTS: 1267 / 0.00154 / 0.458 / 10700 / 3540
detailed placement: 1235 / 0.000888 / 0.433 / 10100 / 3090
global placement: 1235 / 0.000888 / 0.433 / 10100 / 3180
floorplan: 908 / 0.000851 / - / 9540 / 4000
layout make-up:
| class | count | area [sq um] | area share |
|---|---|---|---|
| clock buffer | 23 | 500 | 0.0467 |
| clock inverter | 9 | 73.8 | 0.00689 |
| inverter | 55 | 206 | 0.0193 |
| multi-input combinational | 645 | 4650 | 0.434 |
| sequential | 175 | 4490 | 0.420 |
| tap | 319 | 399 | 0.0373 |
| timing repair buffer | 41 | 385 | 0.0360 |
worst max-delay path: stages:
cell and delay (ps):
clkdlybuf4s50_1 450, inv_1 60, ha_1 340, or2_2 300, a21oi_1 140, a31oi_1 80, a21oi_1 240, nor2b_1 90
nor2_1 700, fa_1 550, ha_1 400, a21oi_1 160, nor2_1 50, a211oi_1 200, nor2_1 80, a311o_1 360
a311oi_2 270, xnor2_1 160, o21ai_1 70
No activity file was given, so power comes from the tool's default toggle rates.
