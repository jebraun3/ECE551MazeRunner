$ cat ./config.mk
export PLATFORM = sky130hd
export DESIGN_NAME = PID
export DESIGN_NICKNAME = PID
export VERILOG_FILES = /design/flow/design.v
export SDC_FILE = /design/flow/constraint.sdc
export NUM_CORES = 4
export LEC_CHECK = 1
export CORE_UTILIZATION = 50
$ cat ./constraint.sdc
current_design PID

set clk_period 37.2
set clk_io_pct 0.2

create_clock -name clk0 -period $clk_period [get_ports {clk}]

set non_clock_inputs [all_inputs -no_clocks]
set_input_delay [expr $clk_period * $clk_io_pct] -clock clk0 $non_clock_inputs
set_output_delay [expr $clk_period * $clk_io_pct] -clock clk0 [all_outputs]
$ cat ./design.v
module I_term(err_sat,moverflowing,hdng_vld,clk,rst_n,I_term);
	input signed [9:0]err_sat;
	input moverflowing,hdng_vld , clk, rst_n;
	output signed [11:0]I_term;
	logic signed [15:0]integrator;
	logic signed [15:0]nxt_integrator;
	logic signed [15:0]err_ext;
	logic signed [15:0]sum;
	logic overflow;
	logic update;
	assign err_ext = {{6{err_sat[9]}},err_sat[9:0]};
	assign sum = err_ext + integrator;
	assign overflow = (integrator[15] === err_ext[15] && err_ext[15] !== sum[15] )?1'b1:1'b0;
	assign update = (~overflow && hdng_vld)?1'b1:1'b0;
	assign nxt_integrator = (~moverflowing)?16'h0000:
													(update)?sum:integrator;
	assign I_term = integrator[15:4];
	always_ff @(posedge clk, negedge rst_n) begin
	 if (!rst_n)
		integrator <= 16'h0000;
	 else
		integrator <= nxt_integrator;
	end
endmodule
module D_term(err_sat, hdng_vld, rst_n, clk ,D_term);
	input signed [9:0] err_sat;
	input hdng_vld, rst_n, clk;
	output signed [12:0] D_term;
	localparam signed [4:0]D_COEFF = 5'h0E;
	logic signed [9:0] d1;
	logic signed [9:0] d2;
	logic signed [9:0] q1;
	logic signed [9:0] q2;
	logic signed [10:0]diff;
	logic signed [7:0]diff_sat;
	assign d1 = (hdng_vld)?err_sat:q1;
	assign d2 = (hdng_vld)?q1:q2;
	always_ff @(posedge clk, negedge rst_n) begin
		if(!rst_n) begin
			q1 <= 0;
			q2 <= 0;
		end
		else begin
			q1 <= d1;
			q2 <= d2;
		end
	end
	assign diff = err_sat - q2;
	assign diff_sat = (diff[10] === 0 && |diff[9:7])?8'b01111111:
									  (diff[10] === 1 && !(&diff[9:7]))?8'b10000000:diff[7:0];
	assign D_term = diff_sat * D_COEFF;
endmodule
module P_term(error, P_term_out);
	input signed [11:0] error;
	output signed [13:0] P_term_out;
	localparam signed [3:0] P_COEFF = 4'h3;
	logic signed [9:0] err_sat;
	assign err_sat = (error[11] === 0 && |error[10:9])?10'b0111111111:
									 (error[11] === 1 && !(&error[10:9]))?10'b1000000000:
										error[9:0];
	assign P_term_out =  P_COEFF * err_sat;
endmodule
module PID(actl_hdng , dsrd_hdng , lft_spd , rght_spd , clk, rst_n ,moverflowing , hdng_vld, frwrd_spd , at_hdng);
	input signed [11:0] actl_hdng;
	input signed [11:0] dsrd_hdng;
	input signed [10:0] frwrd_spd;
	input clk, rst_n, moverflowing, hdng_vld;
	output signed [11:0] lft_spd;
	output signed [11:0] rght_spd;
	output at_hdng;
	localparam signed [9:0]low_err_pos = 10'b0000011110;
	localparam signed [9:0]low_err_neg = 10'b1111100010;
	logic signed [9:0] err_sat;
	logic signed [11:0] error;
	logic signed [13:0] P_term_out;
	logic signed [11:0] I_term_out;
	logic signed [12:0] D_term_out;
	logic signed [11:0] ext_frwrd_spd;
	logic signed [15:0] sum;
	logic signed [14:0] ext_P_term_out;
	logic signed [14:0] ext_D_term_out;
	logic signed [14:0] ext_I_term_out;
	assign error[11:0] = actl_hdng - dsrd_hdng;
	assign ext_frwrd_spd = {1'b0,frwrd_spd} ;
	assign err_sat = (error[11] === 0 && |error[10:9])?10'b0111111111:
									 (error[11] === 1 && !(&error[10:9]))?10'b1000000000:
										error[9:0];
	P_term P(.error(error) , .P_term_out(P_term_out));
	assign ext_P_term_out = {P_term_out[13],P_term_out} ;
	I_term I(.err_sat(err_sat),.moverflowing(moverflowing),.hdng_vld(hdng_vld),.clk(clk),.rst_n(rst_n),.I_term(I_term_out));
	assign ext_I_term_out = {{3{I_term_out[11]}},I_term_out} ;
	D_term D(.err_sat(err_sat), .hdng_vld(hdng_vld), .rst_n(rst_n), .clk(clk) ,.D_term(D_term_out));
	assign ext_D_term_out = {{2{D_term_out[12]}},D_term_out} ;
	assign sum = ext_D_term_out + ext_I_term_out + ext_P_term_out ;
	assign lft_spd =  (moverflowing)? sum[14:3] +  ext_frwrd_spd : 12'h000;
	assign rght_spd =  (moverflowing)?  ext_frwrd_spd - sum[14:3]: 12'h000;
	assign at_hdng = (err_sat < low_err_pos && err_sat > low_err_neg);
endmodule
$ cat ./run.sh
#!/bin/bash
# OpenROAD 26Q1-2900-gdf79404cd8, Yosys 0.63+post, stock flow scripts
make -C /OpenROAD-flow-scripts/flow DESIGN_CONFIG=/design/flow/config.mk WORK_HOME=/design/flow/orfs finish
==> summary.txt <==
flow finished, numbers: Post-CTS Setup Repair Bufs 0, fin cells 1009, clock-pin slew on the worst setup and hold paths roughly 0.050 ns, initial antenna violation count 0, Hold Path Class reg2reg, Setup crit end kind primary output, CTS Root Cell clkbuf_16, num ports 64, Adder-Cell Fraction of Synth Area 30.3%, most frequent cells in the layout 116 x inv_1, 106 x ha_1, 71 x nor2_1, 63 x clkdlybuf4s50_1, 60 x a21oi_1, Unique masters post-synth ~68, TNS Setup 0 ns, most used cell, CP ha_1, clock skew around 0.0048 ns, critical path buffer and inverter count 7, htree depth 2, fin worst setup slack 11.17 ns, Primary FF master, synth dfrtp_1, max_slew headroom between 60% and 70%, CP max FO 13, CTS tree built, AND/OR/NAND/NOR Cells, Area Fraction about 14%, DIE AREA around 13000 um^2, unrepaired setup endpoints after global routing false, WP data arrival 18.59 ns, Setup WS pre-CTS 11.15 ns, crit path kind in2out, first-pass GRT wire length between 20 and 25 mm, Main logic family adder cells, layout cells sized above 1 4.64%, Log Warnings ~47, startpoint types input pin, crit-path max cell delay 0.50 ns, die width ~110 um, final setup vio count 0, Pins Over Slew Limit 0, Commonest Layout Cell inv_1, Worst-Skew Late Latency 0.28 ns, final wirelength ~14 mm, # DRC 0, number of cell rows 40, Cell area leaders ha_1 21%, dfrtp_1 14%, fa_1 9.4%, inv_1 6.8%, xnor2_1 6.6%, fmax roughly 38 MHz, via/cell ratio between 5 and 6, register share after synthesis 14.1%, Antenna Violating Nets Remaining 0, Synth area leader ha_1, total number of vias ~5500, # diodes 0, DRT iter0 DRCs ~290, placed cell count roughly 1000, aoi share roughly 22%, drt wl/cell roughly 14 um, hold bufs inserted after CTS 0, pin count of the biggest net entering global routing about 40, Die Y between 100 and 150 um, area fraction in mux cells 2.81%, endpoints failing hold 0, yosys warns 2, ys flops 36, Syn Inst Count about 800, chip area estimate from yosys synthesis between 6000 and 7000 um^2, total track usage a little under a quarter, CTS buffer count 5, FF-to-FF path depth 9, Syn-to-layout area delta 14.4%, core area ~12000 um^2, EDFF count, synth 0, Post-synth ARST share approximately 100%, Tcrit/Tclk final between 60% and 70%, number of global-route vias before repair 4842, DRT Pass-1 Iters 5, Post-Syn Area between 6000 and 7000 um^2, Final Critical Period roughly 26 ns, outcome finished clean, area fraction in xor and xnor cells 8.53%, slowest CP cell fa_1, worst slew pin tran about 0.53 ns, Clock Tree Buf Depth 2, clk sink count 36, WP depth between 40 and 50, syn_area_per_cell 8.12 um^2, count of input and output buffers ~63, post-CTS resize count 0, Final HPWL DP around 12 mm, fp_density 52.1%, maxcap violations 0, cell count in the Yosys report 784, CP Data Required Time ~30 ns, RD Place Congestion 1.00, CP top delay family AND-OR/OR-AND gates, GRT overflow 0, WHS Path Cells 2, area share, top type 20.8%, r2r setup slk about 34 ns
==> stage by stage <==
stage               cell area, um^2  util (%)  hold slack (ns)
global placement               7150      58.6            0.463
global route                   7280      59.7            0.500
CTS                            7280      59.7            0.479
floorplan                      6370         -            0.449
detailed placement             7150      58.6            0.468
finish                         7280      59.7            0.477
==> worst reg2reg max path, delay by kind of cell, from the launching register on <==
| family | cells | cell delay, ns |
|---|---|---|
| adders and majority gates | 1 | 0.37 |
| and+or+nand+nor | 3 | 1.08 |
| AOI/OAI and AO/OA | 5 | 1.08 |
| DFF | 1 | 0.38 |
==> sequential cells by signal (all words and copies together), names as in the netlist <==
name and cells:
D.q2 10, D.q1 10, I.integrator 16
==> path summary, 6_finish.rpt <==
kind,startpoint,end
max,dsrd_hdng[0],lft_spd[11]
min,D.q1[8]$_DFFE_PN0P_,D.q2[8]$_DFFE_PN0P_
max reg2reg,I.integrator[3]$_DFFE_PN0P_,I.integrator[10]$_DFFE_PN0P_
min reg2reg,D.q1[8]$_DFFE_PN0P_,D.q2[8]$_DFFE_PN0P_
max in group asynchronous,rst_n,I.integrator[15]$_DFFE_PN0P_
min in group asynchronous,rst_n,D.q1[6]$_DFFE_PN0P_
==> layer usage <==
metal	part of all wire, %	routed length, um	GRT usage (%)	vias up
met4	1.2	169	2.77	0
li1	-	-	-	2800
met2	45	6400	35.5	96
met5	0	0	0	-
met3	5.0	707	4.40	12
met1	49	6990	35.1	2545
==> cells in the mapped netlist (all sizes together) (6+ instances only) <==
master / instances
clkbuf: 11
fa: 30
a21oi: 62
o21a: 14
o21bai: 11
nor2: 72
nand4: 7
a21o: 16
a211oi: 8
ha: 106
mux2i: 10
xor2: 14
o31ai: 7
nor3: 14
dfrtp: 36
nand3: 14
nand2: 35
inv: 117
nor2b: 16
o211ai: 6
o21ai: 50
xnor2: 48
mux2: 7
or3: 6
==> cells by family (layout without fill, tap and decap cells) <==
kind of cell	Yosys count	count (layout)
xor gates and xnor gates	62	62
muxes	17	17
DFF	36	36
adders and majority gates	136	136
and+or+nand+nor	189	189
AOI/OAI and AO/OA	209	209
buffers and inverters	135	192
==> area by class of cell <==
| cell class | instances | area [um^2] |
|---|---|---|
| Timing Repair Buffer | 66 | 653 |
| Inverter | 119 | 448 |
| Tap cell | 168 | 210 |
| Clock inverter | 1 | 5.00 |
| Multi-Input combinational cell | 613 | 4940 |
| Fill cell | 1111 | 4930 |
| Sequential cell | 36 | 901 |
| Clock buffer | 6 | 129 |
